<file path="flow/config.mk">
export PLATFORM = sky130hd
export DESIGN_NAME = Digital_Stimuli_EMG
export DESIGN_NICKNAME = Digital_Stimuli_EMG
export VERILOG_FILES = /design/flow/design.v
export SDC_FILE = /design/flow/constraint.sdc
export NUM_CORES = 4
export LEC_CHECK = 1
export CORE_UTILIZATION = 30
</file>
<file path="flow/constraint.sdc">
current_design Digital_Stimuli_EMG

set clk_period 10.1
set clk_io_pct 0.2

create_clock -name clk0 -period $clk_period [get_ports {CLK}]

set non_clock_inputs [all_inputs -no_clocks]
set_input_delay [expr $clk_period * $clk_io_pct] -clock clk0 $non_clock_inputs
set_output_delay [expr $clk_period * $clk_io_pct] -clock clk0 [all_outputs]
</file>
<file path="flow/design.v">
module Digital_Stimuli_EMG (input CLK, input Reset, output reg[3:0] CH_Sel, output reg start );
integer count, end_count;
initial begin
	CH_Sel <= 4'b0000;
	start <= 1'b0;
	count = 0;
	end_count = 13;
end
always@(posedge CLK or posedge Reset) begin
	if (Reset == 1'b1) begin
		CH_Sel <= 0;
 		count = 0;   
	end else begin
  		if(count == 0) begin
			start <= 1'b1;
		end else begin
			start <= 1'b0;
		end		
		count = count + 1; 	
		if(count == end_count) begin
			count = 0;
			if (CH_Sel == 4'b1111) begin
       			CH_Sel <= 4'b0000;
      		end else begin
       			CH_Sel <= CH_Sel + 1;
			end
		end
    end
end
endmodule
</file>
<file path="flow/run.sh">
#!/bin/bash
# OpenROAD 26Q1-2900-gdf79404cd8, Yosys 0.63+post, stock flow scripts
make -C /OpenROAD-flow-scripts/flow DESIGN_CONFIG=/design/flow/config.mk WORK_HOME=/design/flow/orfs finish
</file>
==> flow_summary_export.csv <==
group,metric,value,unit
setup_path,reg2reg_slack,6.83,ns
setup_path,critical_path.max_fanout,11,
worst_hold_path,min_from,"count[31]$_DFF_PP0_",
synthesis,ys_seq_share,41.6,%
placement,placed_area,2360,um2
final_timing,worst_pin_slew,0.500,ns
synthesis,synth.distinct_cells,49,
final_timing,fin_skew,0.00901,ns
detailed_routing,antenna_cells,0,
detailed_routing,routed_wirelength,4.46,mm
final_timing,slew_headroom,66.4,%
synthesis,postSynthAreaPerCell,9.44,um2
power_and_ir_drop,ir_worst_vdd,0.0513,mV
finish,layout.cells.non_filler,340,
die,fp-utilization,31.0,%
detailed_routing,vias,1719,
clocking,cts_root_buf,"clkbuf_8",
final_timing,timing_hold_violations_final,0,
grt,grt_pass1_wl,7.61,mm
finish,drive_gt1_share,8.71,%
placement,hpwl,3.27,mm
synthesis,ys_area,2240,um2
setup_path,startpoint_type,"register",
die,die_x,88.4,um
finish,lay_top_cells,"dfrtp_1, xnor2_1, nand2_1, nor2_1, nand3_1",
final_timing,finalSetupViolCount,0,
final_timing,fin_ws,6.83,ns
placement,portBuffers,6,
clocking,clock_latency,0.29,ns
final_timing,layout_min_cycle_time,3.27,ns
detailed_routing,dr.pass1.iters,5,
final_timing,max_freq,0.305,GHz
finish,layout.cells.most_common,"dfrtp_1",
placement,place_inst,332,
worst_hold_path,hold_path_depth,1,
grt,grt_max_degree,38,
clocking,post_cts_buffers,0,
power_and_ir_drop,p_total,0.265,mW
setup_path,r2r-start,"count[3]$_DFF_PP0_",
final_timing,rsz0062_at_grt,"no",
grt,grt.overflow.total,0,
placement,pre_cts_ws,6.81,ns
final_timing,finalSetupTns,0,ns
final_timing,hold_ws,0.512,ns
clocking,ctsHoldBuffers,0,
die,core-area,7210,um2
detailed_routing,wl_per_cell,13.1,um
setup_path,reg2reg_depth,7,
setup_path,cp.arrival,3.45,ns
synthesis,ys.flops,37,
grt,grt_pass1_vias,1523,
detailed_routing,ant_nets,0,
setup_path,critical_path_required,10.28,ns
clocking,cts.sink_count,37,
grt,antenna_found_initial,0,
die,fp-row-count,31,
die,die-area,7810,um2
worst_hold_path,hold_path.class,"register to register",
final_timing,fin_crit_sh,32.4,%
synthesis,syn_area,2240,um2
clocking,post_cts_resized,0,
finish,final_util,34.1,%
worst_hold_path,hold_end,"count[31]$_DFF_PP0_",
clocking,cts_buffers,5,
power_and_ir_drop,leakage,1.04,nW
detailed_routing,drt_iter0_drc,114,
clocking,htree_num_levels,2,
detailed_routing,viasPerCell,5.06,
setup_path,timing.rr.end,"CH_Sel[1]$_DFFE_PP0N_",
run,maxCapViolCount,0,
finish,area_growth_syn_to_layout,10.1,%
synthesis,syn_inst,237,
clocking,clkTransAtPathRegs,0.07,ns
synthesis,ys.warnings.count,1,
clocking,cts_tree,"built",
outcome,status,"finished clean",
placement,gp_congestion,0.906,
clocking,ctsLongestPathBuffers,2,
die,die_y,88.4,um
die,ioPinCount,7,
finish,design_area,2460,um2
run,tool_warnings,26,
synthesis,ys_cells,237,
setup_path,setup.worst_path.class,"register to register",
power_and_ir_drop,cellPowerDensity,108,nW/um2
grt,grtUsageTotal,12.9,%
setup_path,endpoint_kind,"register",
final_timing,slew_violations,0,
detailed_routing,drc,0,
[cell usage after synthesis, drive strengths merged]
| cell | n | area (um2) |
|---|---|---|
| nor2 | 16 | 60.1 |
| nand3b | 1 | 7.51 |
| a222oi | 1 | 10.0 |
| a211oi | 1 | 7.51 |
| a22oi | 1 | 7.51 |
| inv | 10 | 37.5 |
| or4 | 2 | 15.0 |
| or2 | 5 | 31.3 |
| or3 | 1 | 6.26 |
| nor3b | 1 | 7.51 |
| buf | 8 | 56.3 |
| o2bb2ai | 1 | 8.76 |
| o21a | 2 | 15.0 |
| nor3 | 12 | 60.1 |
| a41oi | 1 | 8.76 |
| a21oi | 2 | 10.0 |
| nor2b | 1 | 6.26 |
| o21ai | 5 | 25.0 |
| nand2 | 17 | 63.8 |
| dfrtp | 36 | 901 |
| mux2 | 3 | 41.3 |
| a41o | 1 | 10.0 |
| xor2 | 12 | 105 |
| and4b | 2 | 20.0 |
| o211ai | 2 | 15.0 |
| nand3 | 16 | 85.1 |
| mux2i | 2 | 20.0 |
| and4 | 6 | 55.1 |
| nor4b | 1 | 8.76 |
| nand4 | 12 | 81.3 |
| clkbuf | 3 | 11.3 |
| edfxtp | 1 | 30.0 |
| o31ai | 1 | 7.51 |
| nor4 | 12 | 81.3 |
| nand2b | 2 | 12.5 |
| o31a | 1 | 8.76 |
| and3 | 6 | 37.5 |
| and2 | 4 | 25.0 |
| a31oi | 1 | 6.26 |
| ha | 3 | 37.5 |
| xnor2 | 21 | 184 |
| o2111ai | 1 | 8.76 |
[sequential cells by signal, indices dropped and copies added, names as in the netlist]
| register | cells |
|---|---|
| CH_Sel | 4 |
| start | 1 |
| count | 32 |
[report_power, final]
group / switching [mW] / internal [mW] / total (mW)
sequential: 0.0000156 / 0.149 / 0.149
combinational: 0.00278 / 0.000749 / 0.00353
clock: 0.0509 / 0.0616 / 0.113
total: 0.0537 / 0.211 / 0.265
[final cells by class]
type                    count  area (um2)
inverters                  10        37.5
repair buffers              7        67.6
fillers                   758        4750
multi-input cells         179        1200
clock buffers               7        96.3
clock inverters             1        5.00
well taps                  99         124
flip-flops and latches     37         931
[critical path, cell delays in order (launching register included)]
cell and delay (ns):
dfrtp_1 0.48, and4_1 0.41, nand3_1 0.38, or4_1 0.58
a222oi_1 0.30, and4_1 0.29, and4b_1 0.39, mux2_4 0.33
[cells by family after synthesis]
group / Yosys count / synth area share, %
and+or+nand+nor: 117 / 29.7
DFF: 37 / 41.6
xor gates and xnor gates: 33 / 12.9
AOI/OAI and AO/OA: 21 / 6.66
buffers and inverters: 21 / 4.70
muxes: 5 / 2.74
adders and majority gates: 3 / 1.68
[per-layer routing]
layer	track usage [%]	part of all wire (%)	wire length (um)	vias up
met4	3.37	3.2	144	0
li1	-	-	-	865
met1	21.1	50	2230	809
met2	17.9	43	1930	32
met5	0	0	0	-
met3	2.18	3.5	156	13
[worst max-delay path by stage]
stage,startpoint,to,slack [ns],depth (start not counted)
after global routing,count[2]$_DFF_PP0_,CH_Sel[1]$_DFFE_PP0N_,6.55,7
after CTS,count[3]$_DFF_PP0_,CH_Sel[1]$_DFFE_PP0N_,6.82,7
final,count[3]$_DFF_PP0_,CH_Sel[1]$_DFFE_PP0N_,6.83,7
No activity file was given, so power comes from the tool's default toggle rates.
