==> /design/flow/design.v <==
module Counter #( 
	parameter WIDTH = 3,  
	parameter START = 0,  
	parameter END = 7,
	parameter STEP = 1  
	)(
	output reg [WIDTH-1:0] out,
	input CLK,
	input RESET,
	input EN
	);
initial begin
	out <= START;
end
always@(posedge CLK) begin
	if(RESET == 1) begin
		out <= START;
	end else begin
		if(EN ==1) begin
			if(out == 31)
				out <= START;
			else
				out <= out + STEP;
		end
	end		
end
endmodule
==> /design/flow/run.sh <==
#!/bin/bash
# OpenROAD 26Q1-2900-gdf79404cd8, Yosys 0.63+post, stock flow scripts
make -C /OpenROAD-flow-scripts/flow DESIGN_CONFIG=/design/flow/config.mk WORK_HOME=/design/flow/orfs finish
==> /design/flow/config.mk <==
export PLATFORM = sky130hd
export DESIGN_NAME = Counter
export DESIGN_NICKNAME = Counter
export VERILOG_FILES = /design/flow/design.v
export SDC_FILE = /design/flow/constraint.sdc
export NUM_CORES = 4
export LEC_CHECK = 1
export CORE_AREA = 10 10 70 70
export DIE_AREA = 0 0 80 80
==> /design/flow/constraint.sdc <==
current_design Counter

set clk_period 1.0
set clk_io_pct 0.2

create_clock -name clk0 -period $clk_period [get_ports {CLK}]

set non_clock_inputs [all_inputs -no_clocks]
set_input_delay [expr $clk_period * $clk_io_pct] -clock clk0 $non_clock_inputs
set_output_delay [expr $clk_period * $clk_io_pct] -clock clk0 [all_outputs]
==> impl_metrics.ini <==
; yosys + openroad results
[outcome]
outcome = finished clean

[global_routing]
gr-usage-all-layers_pct = 1.55
grt_max_degree = 5
grt_antenna_before_repair = 0
first_global_vias = 146
globalRouteOverflowTotal = 0
grt_pass1_wl_um = 696

[run]
tool_warnings = 26
max_cap_viol_count = 0

[cts]
clkSinkCount = 3
clk_path_buf_depth = 2
htreeDepth = 1
cts_root_buffer = clkbuf_4
cts_tree = built
cts_buffers = 3
clk_pin_slew_ns = 0.04
clk_latency_ns = 0.23

[detailed_routing]
drt_first_pass_iters = 2
routedWlPerCell_um = 5.67
dr_total_vias = 130
insertedDiodeCount = 0
route.detailed.drc = 0
drt-total-wl_um = 397
drt_iter0_drc = 10
avgViaCountPerCell = 1.86
drt.antenna.violating_nets = 0

[synth]
ys_warn_count = 1
xor_area_share_pct = 7.22
top_cells_by_area = dfxtp_1, ha_1, a21bo_2
largest_area_cell = dfxtp_1
top_cell = dfxtp_1
avgSynthCellArea_sq_um = 11.0
edf_count = 0
ys_seq_share_pct = 49.5
synthArstFlopShare_pct = 0
synthesis.area_sq_um = 121
common_cells = dfxtp_1, nor2_1
adder_share_pct = 10.3
yosys.area_share.simple_pct = 12.4
flop_cell = dfxtp_1
synth_cells = 11
ys_sh_mux_pct = 8.25
logic_family = AND-OR/OR-AND gates
synth_cell_types = 8
synth_top_area_share_pct = 49.5
ys_cells = 11
synthAoiAreaFrac_pct = 12.4
synth_chip_area_sq_um = 121
numSynthFlops = 3

[final_timing]
finalCritPeriodShare_pct = 97.1
hold_violations = 0
setup_violations = 0
rsz0062_at_grt = true
setup_tns_ns = 0
hold_ws_ns = 0.571
slew_headroom_pct = 86.4
max_freq_mhz = 1030
maxSlewViolCount = 0
min_period_ns = 0.971
worst_pin_slew_ns = 0.204
finClkSkew_ns = 0.00203

[floorplanning]
io_pins = 6
dieArea_sq_um = 6400
rows = 21
core_area_sq_um = 3420
fp_util_pct = 3.55
dieHeight_um = 80
fp.dieW_um = 80

[power_and_ir_drop]
p_leak_nw = 0.117
pwr_density_cell_nw_per_um2 = 1370
ir_drop_uv = 258
power_mw = 0.421

[setup_path]
critPathKind = flip-flop to output pin
critPathMaxFanout = 2
crit_arrival_ns = 0.77
slowest_delay_ns = 0.31
cp_num_buf_inv = 1
cp-start-kind = flip-flop
critical_path.cell_chain = dlygate4sd2_1
r2r_slack_ns = 0.04
required_ns = 0.80
slowest_stage = dfxtp_2
critPathCaptureType = output pin
path_delay_family = flip-flops

[hold_path]
hp-class = primary input to flip-flop

[layout]
largest_register = out
reg_top3 = out: 3 flops
final_core_util_pct = 8.97
largest_reg_flops = 3
post_route_cells_drive_above_1_share_pct = 50.0
fill_cells = 398
synthToLayoutAreaGrowth_pct = 153

[placement]
numPortBuffers = 5
gp_congestion = 0.702
cell type report:
cell class	instances	area [sq um]	area share, %
Multi-Input combinational cell	8	73.8	24.1
Timing Repair Buffer	9	85.1	27.8
Clock buffer	4	26.3	8.57
Tap cell	46	57.6	18.8
Sequential cell	3	63.8	20.8
where the power goes:
| group | internal (mW) | switching, mW |
|---|---|---|
| combinational | 0.0497 | 0.0250 |
| sequential | 0.131 | 0.00528 |
| clock | 0.149 | 0.0608 |
logic make-up (layout without fill, tap and decap cells):
kind of cell / Yosys count / count (layout)
and+or+nand+nor: 3 / 3
xor gates and xnor gates: 1 / 1
DFF: 3 / 3
AOI/OAI and AO/OA: 2 / 2
buffers and inverters: 0 / 13
muxes: 1 / 1
adders and majority gates: 1 / 1
cell usage in the layout, fill, tap and decap left out, drive strengths merged:
master,netlist,final
dfxtp,3,3
ha,1,1
nand3b,1,1
buf,0,4
nor2,2,2
clkdlybuf4s15,0,1
dlygate4sd2,0,2
xnor2,1,1
clkdlybuf4s50,0,2
a21oi,1,1
a21bo,1,1
clkbuf,0,4
mux2i,1,1
final timing paths:
kind	start	endpoint	cells after the start
min reg2reg	out[1]	out[1]	3
max reg2reg	out[0]	out[2]	4
min	RESET	out[0]	2
max	out[2]	out[2]	1
what timing repair did:
| item | 4_1_cts | 5_1_grt |
|---|---|---|
| setup endpoints to repair | 4 | 5 |
| endpoints found under the hold margin | 0 | 0 |
| hold buffers | 0 | 0 |
| pin swaps | 1 | 2 |
| buffers inserted | 1 | 1 |
| gates resized | 7 | 3 |
layer usage:
layer / routed length (um) / GRT usage (%) / share of wire [%]
met1: 167 / 1.60 / 42
met5: 0 / 0 / 0
met2: 134 / 1.52 / 34
met3: 95 / 2.39 / 24
met4: 0 / 0.528 / 0
through the flow:
stage	worst slack (ns)	area [sq um]	cells
final	0.0286	307	70
after global routing	-0.0365	307	70
after CTS	0.0154	290	69
after detailed placement	-0.154	244	64
after global placement	-0.121	244	64
after floorplan	0.136	121	11
Power and IR drop assume default switching activity.
