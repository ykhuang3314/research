### flow/design.v
module Counter_EMG
	# (parameter Max_Count = 16, 
       parameter Bits = 4)
	(input Clk,   
	 input Reset,
   	 output reg[Bits-1:0] out);
initial begin
	out <= 0;
end
always @ (posedge Clk) begin
	if (Reset) begin
		out <= 0;
    end else begin
      	if (out == Max_Count)
       		 out <= 0;
      	else
       		 out <= out + 1;
    end
end
endmodule
### flow/run.sh
#!/bin/bash
# OpenROAD 26Q1-2900-gdf79404cd8, Yosys 0.63+post, stock flow scripts
make -C /OpenROAD-flow-scripts/flow DESIGN_CONFIG=/design/flow/config.mk WORK_HOME=/design/flow/orfs finish
### flow/config.mk
export PLATFORM = sky130hd
export DESIGN_NAME = Counter_EMG
export DESIGN_NICKNAME = Counter_EMG
export VERILOG_FILES = /design/flow/design.v
export SDC_FILE = /design/flow/constraint.sdc
export NUM_CORES = 4
export LEC_CHECK = 1
export CORE_AREA = 10 10 70 70
export DIE_AREA = 0 0 80 80
### flow/constraint.sdc
current_design Counter_EMG

set clk_period 1.0
set clk_io_pct 0.2

create_clock -name clk0 -period $clk_period [get_ports {Clk}]

set non_clock_inputs [all_inputs -no_clocks]
set_input_delay [expr $clk_period * $clk_io_pct] -clock clk0 $non_clock_inputs
set_output_delay [expr $clk_period * $clk_io_pct] -clock clk0 [all_outputs]
==> results.sh <==
# implementation run metrics
export IMPL_first_pass_iters=1
export IMPL_placedCellCount=69
export IMPL_crit_chain="buf_4 > nand3_1 > mux2_4"
export IMPL_cp_startpoint="out[2]$_SDFF_PP0_"
export IMPL_grt_pass1_vias=153
export IMPL_synth_cells=13
export IMPL_ios=6
export IMPL_yosys_register_bits=4
export IMPL_critPathRequiredTime_ns=1.13
export IMPL_place_gp_congestion=0.673
export IMPL_core_area_mm2=0.00342
export IMPL_n_fill_cell=402
export IMPL_setup_viol=0
export IMPL_ant_nets=0
export IMPL_chipArea_mm2=0.00640
export IMPL_clock_path_buffers=2
export IMPL_cts_buffers=3
export IMPL_hold_path_class="reg2reg"
export IMPL_grt_antenna_before_repair=0
export IMPL_p_leak_nw=0.126
export IMPL_wire_per_inst_um=5.95
export IMPL_yosysCellCount=13
export IMPL_clk_latency_ns=0.24
export IMPL_htreeDepth=1
export IMPL_status="finished, final reports clean"
export IMPL_worstPathArrival_ns=1.07
export IMPL_warnings=25
export IMPL_r2r_cells=3
export IMPL_ys_dominant_reg_cell="dfxtp_1"
export IMPL_grt_max_degree=4
export IMPL_min_path_cells=2
export IMPL_syn_area_um2=145
export IMPL_min_period_ns=0.946
export IMPL_ff_latch_area_um2=85.1
export IMPL_maxSlewHeadroom=0.926
export IMPL_std_cell_rows=21
export IMPL_synth_distinct_cells=7
export IMPL_top_area_cell="dfxtp_1"
export IMPL_rrSetupSlack_ns=0.05
export IMPL_critical_path_endpoint="out[3]$_SDFF_PP0_"
export IMPL_hold_path_startpoint="out[0]$_SDFF_PP0_"
export IMPL_crit_cells=3
export IMPL_finalSetupTns_ns=0
export IMPL_cp_max_fo=2
export IMPL_edf_count=0
export IMPL_rsz0062_at_grt="no"
export IMPL_cts_root_buffer="clkbuf_4"
export IMPL_slew_violations=0
export IMPL_hold_buffers=0
export IMPL_clk_pin_slew_worst_paths_ns=0.04
export IMPL_cts_tree="done"
export IMPL_ys_seq_share=0.552
export IMPL_critPathKind="reg2reg"
export IMPL_cp_start_kind="flip-flop"
export IMPL_hold_violations=0
export IMPL_grtUsageTotal=0.0155
export IMPL_path_delay_family="flip-flops"
export IMPL_power_per_cell_area_mw_per_mm2=1380
export IMPL_synth_top_area_share=0.552
export IMPL_top_cells_by_count="4 x dfxtp_1, 3 x nor2_1, 2 x nor2b_1"
export IMPL_async_reset_ff_frac=0
export IMPL_synth_top_cell_by_count="dfxtp_1"
export IMPL_overflow=0
export IMPL_drive_gt1_frac=0.615
export IMPL_num_vias=140
export IMPL_portBuffers=5
export IMPL_ys_chip_area_um2=145
export IMPL_worst_setup_path_end_kind="flip-flop"
export IMPL_r2r_end="out[3]$_SDFF_PP0_"
export IMPL_critical_path_buf_inv_count=1
export IMPL_comb_area_um2=75.1
export IMPL_maxCapViolCount=0
export IMPL_vias_per_cell=1.92
export IMPL_critPathMaxStageDelay_ns=0.31
export IMPL_stdcell_count=73
export IMPL_reg2reg_from="out[2]$_SDFF_PP0_"
export IMPL_top_regs="out (4)"
export IMPL_post_cts_buffers=0
export IMPL_finalClockPeriodUsage=0.946
export IMPL_skew_ns=0.00547
export IMPL_fp_util=0.0425
export IMPL_timing_fmax_ghz=1.06
export IMPL_cp_slowest_cell="dfxtp_2"
export IMPL_syn_area_per_cell_um2=11.2
export IMPL_grt_pass1_wl_um=676
export IMPL_clkSinkCount=4
export IMPL_area_growth_syn_to_layout_pct=124
export IMPL_drc=0
export IMPL_largest_register="out"
export IMPL_ir_drop_mv=0.332
export IMPL_topCellsByArea="dfxtp_1 55%, mux2_4 10%, ha_1 8.6%"
export IMPL_tightest_slew_ns=0.111
export IMPL_largest_reg_flops=4
export IMPL_fp_dieH_um=80
export IMPL_die_w_um=80
export IMPL_finalWirelength_um=434
export IMPL_drt_iter0_markers=0
export IMPL_synth_warnings=1
how the worst min path moves through the flow:
stage,end
after CTS,out[0]$_SDFF_PP0_
after global routing,out[0]$_SDFF_PP0_
final,out[0]$_SDFF_PP0_
per-stage QoR:
stage	hold slack (ns)	power, W	area (um^2)	utilization	worst slack (ns)
floorplan	0.267	0.000192	145	-	0.180
global placement	0.508	0.000238	290	0.0850	-0.124
detailed placement	0.524	0.000240	290	0.0850	-0.132
CTS	0.508	0.000453	313	0.0916	0.00703
global route	0.536	0.000479	323	0.0945	0.0289
finish	0.506	0.000448	325	0.0952	0.0536
cell usage in the layout (no fill, tap or decap):
master,count
clkbuf_2,1
nor2b_1,2
clkdlybuf4s15_1,3
nand3_1,1
buf_4,5
xnor2_2,1
clkdlybuf4s50_1,1
dfxtp_2,4
nor2_1,3
ha_2,1
diode_2,1
clkbuf_4,3
mux2_4,1
cells by family (layout without fill, tap and decap cells):
| family | count (synthesis) | after routing | share of synthesized area |
|---|---|---|---|
| AND/OR/NAND/NOR | 6 | 6 | 0.198 |
| other | 0 | 1 | 0 |
| XOR/XNOR | 1 | 1 | 0.0604 |
| adder cells (fa/ha/maj) | 1 | 1 | 0.0862 |
| buffers and inverters | 0 | 13 | 0 |
| flip-flops | 4 | 4 | 0.552 |
| multiplexers | 1 | 1 | 0.103 |
what timing repair did:
action | CTS | global route
gates resized | 8 | 7
hold endpoints to repair | 0 | 0
endpoints found under the setup margin | 4 | 6
pin swaps | 0 | 1
where the power goes:
group	switching, W	internal (W)
Combinational	0.0000208	0.0000403
Clock	0.0000735	0.000135
Sequential	0.00000547	0.000173
Total	0.0000998	0.000348
final cells by class:
| cell class | count | area share |
|---|---|---|
| sequential | 4 | 0.262 |
| antenna | 1 | 0.00769 |
| multi-input combinational | 9 | 0.231 |
| clock buffer | 3 | 0.0692 |
| timing repair buffer | 10 | 0.254 |
| tap | 46 | 0.177 |
per-layer routing:
metal | vias to the layer above | GRT usage | share of wire
met5 | - | 0 | 0
met4 | 0 | 0.00352 | 0
met3 | 0 | 0.0341 | 0.39
met2 | 9 | 0.0112 | 0.25
met1 | 62 | 0.0140 | 0.36
li1 | 69 | - | -
worst reg2reg max path: cells and delay by family (launching register included):
family / cells / cell delay, ns
muxes: 1 / 0.30
DFF: 1 / 0.31
and+or+nand+nor: 1 / 0.10
buffers and inverters: 1 / 0.13
No activity file was given, so power comes from the tool's default toggle rates.
